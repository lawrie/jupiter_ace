===== design/flow/config.mk =====
export PLATFORM = sky130hd
export DESIGN_NAME = ps2
export DESIGN_NICKNAME = ps2
export VERILOG_FILES = /design/flow/design.v
export SDC_FILE = /design/flow/constraint.sdc
export NUM_CORES = 4
export LEC_CHECK = 1
export CORE_UTILIZATION = 50

===== design/flow/constraint.sdc =====
current_design ps2

set clk_period 4.5
set clk_io_pct 0.2

create_clock -name clk0 -period $clk_period [get_ports {clk}]

set non_clock_inputs [all_inputs -no_clocks]
set_input_delay [expr $clk_period * $clk_io_pct] -clock clk0 $non_clock_inputs
set_output_delay [expr $clk_period * $clk_io_pct] -clock clk0 [all_outputs]

===== design/flow/design.v =====
`timescale 1ns / 1ps
`default_nettype none
module ps2 (
    input wire clk,
    input wire ps2_clk,
    input wire ps2_data,
    output wire[10:0] ps2_key
);
    reg [7:0] scancode;
    reg [1:0] extended = 2'b00;
    reg [1:0] released = 2'b00;
    reg       kb_interrupt = 1'b0;
    reg [7:0] key = 8'h00;
    reg [1:0] state = 2'b00;
    assign ps2_key = {kb_interrupt, released[1], extended[1], scancode};
    reg [1:0] ps2clk_synchr;
    reg [1:0] ps2dat_synchr;
    wire ps2clk = ps2clk_synchr[1];
    wire ps2data = ps2dat_synchr[1];
    always @(posedge clk) begin
        ps2clk_synchr[0] <= ps2_clk;
        ps2clk_synchr[1] <= ps2clk_synchr[0];
        ps2dat_synchr[0] <= ps2_data;
        ps2dat_synchr[1] <= ps2dat_synchr[0];
    end
    reg [15:0] negedge_detect = 16'h0000;
    always @(posedge clk) begin
        negedge_detect <= {negedge_detect[14:0], ps2clk};
    end
    wire ps2clk_edge = (negedge_detect == 16'hF000);
    reg [15:0] timeout_cnt = 0;
    always @(posedge clk) begin
        kb_interrupt <= 1'b0;
        if (ps2clk_edge) begin
            timeout_cnt <= 16'h0000;
            if (state == 2'b00 && !ps2data) begin  
                state <= 2'b01;
                key <= 8'h80;
            end else if (state == 2'b01) begin
                key <= {ps2data, key[7:1]};
                if (key[0]) state <= 2'b10;
            end else if (state == 2'b10) begin
		state <= ps2data ^ ^key ? 2'b11 : state <= 2'b00;
            end else if (state == 2'b11) begin
                state <= 2'b00;                
                if (ps2data) begin  
                   scancode <= key;
                   if (key == 8'hE0) extended <= 2'b01;
                   else if (key == 8'hF0) released <= 2'b01;
                   else begin
                     extended <= {extended[0], 1'b0};
                     released <= {released[0], 1'b0};
                     kb_interrupt <= 1'b1;
                   end
                end
            end      
        end else begin
            timeout_cnt <= timeout_cnt + 1;
	    if (&timeout_cnt) begin
              state <= 2'b00;
              extended <= 2'b00;
              released <= 2'b00;
            end
        end
    end
endmodule

===== design/flow/run.sh =====
#!/bin/bash
# OpenROAD 26Q1-2900-gdf79404cd8, Yosys 0.63+post, stock flow scripts
make -C /OpenROAD-flow-scripts/flow DESIGN_CONFIG=/design/flow/config.mk WORK_HOME=/design/flow/orfs finish

==> flow_summary.yaml <==
# synthesis and place-and-route metrics
worst_setup_path:
  path_class: "register to register"
  startpoint_type: "register"
  path_max_fanout: 23
  cp.required_ns: 4.46
  worstPathArrival_ns: 2.44
  end_kind: "register"
timing:
  setup_viol: 0
  maxSlewHeadroom: 0.5445
  rsz0062_at_grt: "no"
  fin_crit_ns: 2.475
  max_freq_mhz: 404.1
  skew_ns: 0.006353
  worst-slew-pin-transition_ns: 0.6807
  fin_hold_ws_ns: 0.3293
  timing.final.ws_setup_ns: 2.025
  setup-tns-final_ns: 0
  timing.final.crit_share: 0.5499
  maxSlewViolCount: 0
  hold_viol_final: 0
power:
  p_per_area_mw_per_mm2: 470.7
  p_int_mw: 0.9523
  p_sw_mw: 0.2939
  total_leakage_power_nw: 1.033
  irDropWorstVdd_mv: 0.2302
  swShare: 0.2358
  seq_power_share: 0.530
  combPwrFrac: 0.075
  p_clk_frac: 0.395
logic_synthesis:
  netlist_instances: 183
  ys_top_cells_by_count: "dfxtp_1, edfxtp_1, nor2_1, inv_1"
  yosys.cell_types.count: 35
  edf_count: 22
  ff_type: "dfxtp_1"
  synthAdderAreaFrac: 0.06108
  synth_area_mm2: 0.002253
  mux_share: 0
  top_logic_kind: "simple AND/OR/NAND/NOR gates"
  synth-async-reset-ratio: 0
  yosysMostFrequentCell: "dfxtp_1"
  simple_gate_share: 0.1877
  yosys.area.top_type_share: 0.3287
  yosysChipArea_mm2: 0.002253
  ys_sh_aoi: 0.03054
  synth_area_leader_cell: "dfxtp_1"
  ys_ff: 59
  yosys_warnings: 1
  syn_area_per_cell_um2: 12.31
  ys_sh_xor: 0.06441
  yosys_cells: 183
  synth_seq_share: 0.6219
  top_cells_by_area: "dfxtp_1, edfxtp_1, ha_1"
detailed_routing:
  vias: 1291
  routed_wirelength_mm: 3.310
  wire_per_inst_um: 12.68
  diodes: 0
  ant_nets: 0
  vias_per_cell: 4.946
  drc_errors: 0
  drt_iter0_markers: 56
  dr.pass1.iters: 4
cts:
  clk-insertion-delay-late_ns: 0.33
  cts.reportedPaths.clkPinSlew_ns: 0.06
  cts_setup_buffers: 0
  tritoncts: "yes"
  cts_hold_buf: 0
  clk_path_buf_depth: 2
  cts_made_buffers: 9
  cts_resized: 0
  cts_sinks: 59
  h-tree-depth: 3
  cts_root_buf: "clkbuf_8"
finish:
  comb_area_um2: 774.5
  area_growth_pct: 17.49
  seq_area_mm2: 0.001401
  n_fill_cell: 317
  drive_gt1_frac: 0.1435
global_routing:
  grt-ovfl-total: 0
  grtUsageTotal: 0.1560
  grt_pass1_vias: 1224
  grt_first_pass_wirelength_mm: 5.644
  grt_max_degree: 24
  antenna_found_initial: 0
placement:
  port_buffers: 13
  place_ws_ns: 2.020
  place_hpwl_mm: 2.254
  gp_congestion: 0.8628
floorplanning:
  core_mm2: 0.004354
  initCoreUtil: 0.5175
  rows: 24
  io_pins: 14
  die_h_um: 69.13
  die_area_mm2: 0.004779
  chipWidth_um: 69.13
job:
  warning_count: 30
  drv_cap: 0
worst_hold_path:
  min_path_type: "register to register"
outcome:
  status: "complete, no violations"
## flip-flops by register name, indices dropped and copies added (netlist names)
name	count
extended	2
kb_interrupt	1
key	8
negedge_detect	16
ps2clk_synchr	2
ps2dat_synchr	2
released	2
scancode	8
state	2
timeout_cnt	16
## metal layers
layer / track usage / share of wire / vias up
li1: - / - / 675
met1: 0.2935 / 0.54 / 584
met2: 0.1953 / 0.40 / 25
met3: 0.03264 / 0.041 / 7
met4: 0.04308 / 0.021 / 0
met5: 0 / 0 / -
## worst paths after layout
path	startpoint	to	slack, ns	cells after the start
min	ps2dat_synchr[0]	ps2dat_synchr[1]	0.33	0
max	negedge_detect[9]	key[4]	2.03	5
max reg2reg	negedge_detect[9]	key[4]	2.03	5
min reg2reg	ps2dat_synchr[0]	ps2dat_synchr[1]	0.33	0
## through the flow
step	total power [mW]	instances	utilization	cell area (µm²)
finish	1.246	261	0.6080	2648
global route	1.307	261	0.6080	2648
CTS	1.258	261	0.6080	2648
detailed placement	0.7645	245	0.5583	2431
global placement	0.7608	245	0.5583	2431
floorplan	0.7414	183	-	2253
## logic make-up (layout without fill, tap and decap cells)
logic type / count (synthesis) / after routing
AND/OR/NAND/NOR: 70 / 70
flip-flops: 59 / 59
buffers and inverters: 17 / 43
XOR/XNOR: 15 / 15
adder cells (fa/ha/maj): 11 / 11
AND-OR/OR-AND: 11 / 11
## worst max-delay path, cell delays in order (launching register included)
cell     delay (ns)
dfxtp_1        0.31
or4b_4         0.54
nor4_4         0.26
buf_4          0.28
inv_1          0.15
nor2_1         0.56
## power groups by stage
stage | Clock [mW] | Combinational (mW) | Sequential, mW
after CTS | 0.503 | 0.0946 | 0.660
after global routing | 0.527 | 0.110 | 0.670
final | 0.492 | 0.0939 | 0.660
## layout make-up
cell class / count / share of cell area
clock buffers: 14 / 0.07750
clock inverters: 2 / 0.004253
inverters: 12 / 0.01701
multi-input cells: 107 / 0.2925
flip-flops and latches: 59 / 0.5293
well taps: 52 / 0.02457
repair buffers: 15 / 0.05482
## placed cells by master (no fill, tap or decap), drive strengths merged, types with 5 or more instances in the layout
cell type	netlist	routed
clkbuf	0	14
edfxtp	22	22
o21ai	5	5
xnor2	11	11
nand2	7	7
ha	11	11
inv	12	13
clkdlybuf4s50	0	13
nand3	6	6
dfxtp	37	37
nor2	21	21
Power figures rest on the tool's default switching activity, not on a simulated workload.
